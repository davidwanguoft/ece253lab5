File: design/flow/design.v
module part4(SW,KEY,HEX3,HEX2,HEX1,HEX0,LEDR);
	input [3:0]KEY;
	input [9:0]SW;
	output [9:0]LEDR;
	output[0:6]HEX0,HEX1,HEX2,HEX3;
	wire clock, enable, clear;
	wire [15:0]C;
	assign clock = KEY[0];
	assign enable = SW[1];
	assign clear = SW[0];
	shiftn S1 (clear, enable, clock, C);
	hdisp H0 (C[3:0],HEX0);
	hdisp H1 (C[7:4],HEX1);
	hdisp H2 (C[11:8],HEX2);
	hdisp H3 (C[15:12],HEX3);
endmodule
module hdisp(c, leds);
	input [3:0] c;
	output reg [0:6]leds;
	always@(c)
	case(c)
		0:leds = 7'b0000001;
		1:leds = 7'b1001111;
		2:leds = 7'b0010010;
		3:leds = 7'b0000110;
		4:leds = 7'b1001100;
		5:leds = 7'b0100100;
		6:leds = 7'b0100000;
		7:leds = 7'b0001111;
		8:leds = 7'b0000000;
		9:leds = 7'b0000100;
		10:leds = 7'b0001000;
		11:leds = 7'b1100000;
		12:leds = 7'b0110001;
		13:leds = 7'b1000010;
		14:leds = 7'b0110000;
		15:leds = 7'b0111000;
		default:leds = 7'bx;
	endcase
endmodule
module shiftn (Resetn, enable, clock, Q);
	parameter n = 16;
	input Resetn, clock, enable;
	output reg [0:n-1]Q;
	always @ (negedge Resetn, posedge clock)
		if (Resetn == 0)
			Q <= 0;
		else if (enable == 1)
			Q <= Q + 1;
endmodule
module part5 (CLOCK_50, HEX0);
	input CLOCK_50;
	output[0:6] HEX0;
	wire [25:0]count;
	reg D,resetn,counter_reset;
	wire [3:0]A;
	nbit_counter U1(count, CLOCK_50, resetn);
	always @ (posedge CLOCK_50)
	begin
			if (count == 26'd50000000)
			begin
				resetn <= 0;
				D <= 1;
			end
			else
			begin
				resetn <= 1;
				D <= 0;
			end
			if (A[3] & ~A[2] & A[1] & ~A[0])  
				counter_reset = 0;
			else
				counter_reset = 1;
	end
	T_FF T1 (D, CLOCK_50, counter_reset, A[0]);
	T_FF T2 (D & A[0], CLOCK_50, counter_reset, A[1]);
	T_FF T3 (D & A[0] & A[1], CLOCK_50, counter_reset, A[2]);
	T_FF T4 (D & A[0] & A[1] & A[2], CLOCK_50, counter_reset, A[3]);
	hdisp H1 (A,HEX0);
endmodule
module nbit_counter (count, clock, Resetn);  
	input clock, Resetn;
	parameter n = 26;
	output reg [n-1:0] count;
	initial
		count = 0;
	always @ (posedge clock)
			if (Resetn == 0)
				count <= 0;
			else
				count <= count + 1'b1;
endmodule
module T_FF (T, clock, Resetn, q);
	input clock, T, Resetn;
	output reg q;
	always @ (posedge clock)
		if (Resetn == 0)
			q = 1'b0;
		else if (T==1)
			q <= ~q;
endmodule
File: design/flow/run.sh
#!/bin/bash
# OpenROAD 26Q1-2900-gdf79404cd8, Yosys 0.63+post, stock flow scripts
make -C /OpenROAD-flow-scripts/flow DESIGN_CONFIG=/design/flow/config.mk WORK_HOME=/design/flow/orfs finish
File: design/flow/config.mk
export PLATFORM = sky130hd
export DESIGN_NAME = part5
export DESIGN_NICKNAME = part5
export VERILOG_FILES = /design/flow/design.v
export SDC_FILE = /design/flow/constraint.sdc
export NUM_CORES = 4
export LEC_CHECK = 1
export CORE_AREA = 10 10 111 111
export DIE_AREA = 0 0 121 121
File: design/flow/constraint.sdc
current_design part5

set clk_period 5.5
set clk_io_pct 0.2

create_clock -name clk0 -period $clk_period [get_ports {CLOCK_50}]

set non_clock_inputs [all_inputs -no_clocks]
set_input_delay [expr $clk_period * $clk_io_pct] -clock clk0 $non_clock_inputs
set_output_delay [expr $clk_period * $clk_io_pct] -clock clk0 [all_outputs]
==> GITHUB_STEP_SUMMARY <==
### Flow metrics

| Metric | Value |
|---|---|
| Cells after Synth | `198` |
| Synth-to-layout area growth | `15.2%` |
| Post-route clock period utilization | `0.578` |
| Core box area | `9860 um2` |
| Mapped Area | `1700 um2` |
| Fp_density | `0.173` |
| Die Size | `14600 um2` |
| Tool warnings | `31` |
| Register area | `661 um2` |
| Distinct cells, synth | `33` |
| Die span in y | `121 um` |
| Mean Syn Cell Area | `8.59 um2` |
| Antenna violations before repair | `0` |
| Largest delay share family, worst path | `buffers and inverters` |
| WP data required | `4400 ps` |
| Avg WL per Cell | `9.24 um` |
| Yosys Chip Area | `1700 um2` |
| Boundary pin count | `8` |
| All-layer global routing usage | `0.0424` |
| Vias/cell | `4.10` |
| Vias | `1369` |
| Layout cells sized above 1 | `0.0448` |
| DRC | `0` |
| Worst EP arrival | `2080 ps` |
| Clock transition at path regs | `60 ps` |
| Slew Viols, Final | `0` |
| Min-delay worst type | `flop to flop` |
| Worst R2R Setup Slack | `3630 ps` |
| Latency at later pin | `280 ps` |
| Routed Antenna Nets | `0` |
| RD Place Congestion | `0.776` |
| Clock Power Share | `0.402` |
| N_diodes | `0` |
| Post-route minimum period | `3180 ps` |
| Async set-reset flop share out of synthesis | `0` |
| Footprint of the multi-input gates | `963 um2` |
| Slew headroom | `0.668` |
| Crit-path cells | `inv_1 > ha_1 > nand2_1 > a21oi_1 > a31oi_1 > clkdlybuf4s50_1` |
| Net Sw Frac | `0.195` |
| First-pass GRT wire length | `5.41 mm` |
| Sequential power share | `0.598` |
| Int Pwr | `322 uW` |
| Startpoint Class | `flop` |
| Setup TNS | `0 ps` |
| CTS root buf | `clkbuf_8` |
| Post-cts hold-fix buffer tally | `0` |
| Maximum fanout along the worst path | `10` |
| Most numerous logic cell after layout | `dfxtp_1` |
| Grt ovf | `0` |
| Peak VDD IR | `0.0669 mV` |
| Hold Crit Endpoint | `U1.count[1]` |
| Setup CP Type | `flop to output port` |
| Sink Count | `33` |
| Max clock buf depth | `2` |
| Power, Total | `400 uW` |
| WHS | `478 ps` |
| # port buffers | `7` |
| Clock skew | `3.96 ps` |
| Cell Pwr Density | `204 nW/um2` |
| HP Start | `resetn` |
| Layout fillers | `1071` |
| Synth Flop Type | `dfxtp_1` |
| Leak | `0.000787 uW` |
| FF-to-FF End | `U1.count[14]` |
| Site row count | `36` |
| TritonCTS clock tree | `yes` |
| Detailed Route WL | `3.09 mm` |
| CTS buffer count | `5` |
| Pin count of the biggest net entering global routing | `26` |
| Max_cap viols | `0` |
| Final Hold Vio Count | `0` |
| Setup crit end kind | `output port` |
| Worst r2r path cells | `5` |
| Ys flops | `33` |
| Placed cell count | `328` |
| FF-to-FF Start | `U1.count[0]` |
| Actual slew at the worst max-slew pin | `498 ps` |
| Non-filler cells, final | `334` |
| Comb power frac | `0` |
| Vias in the first global route | `1224` |
| Fmax | `315 MHz` |
| Top Layout Cells | `dfxtp_1 (33), nand2_1 (16), a21oi_1 (15), nand3_1 (12), nor2_1 (12)` |
| Post-synth seq share | `0.388` |
| Slowest stage delay, CP | `510 ps` |
| RSZ-0062 raised after global routing | `no` |
| Buffers and inverters on the worst path | `2` |
| Core Util, Final | `0.199` |
| Post-CTS sizing | `0` |
| Number of enable flip-flop cells | `0` |
| Post-DP HPWL | `2.12 mm` |
| # setup viols final | `0` |
| Hold path depth | `1` |
| Die X | `121 um` |
| Critical-path top delay cell | `dfxtp_1` |
| Ys cells | `198` |
| 1st-pass router iterations | `4` |
| Initial drt markers | `90` |
| Postcts setup bufs | `0` |
| Warnings, synthesis | `4` |
| # H-tree levels | `2` |
| Status | `finished, final reports clean` |
| Switching Power | `77.9 uW` |
[per-stage QoR]
stage                     instance area, um2  setup slack [ps]
after global routing                    1960              2140
after global placement                  1890              2660
final                                   1960              2320
after floorplan                         1700              3180
after detailed placement                1890              2610
after CTS                               1960              2300
[state kept, by name, summed over array words and instances, names as in the netlist]
| name | count |
|---|---|
| U1.count | 26 |
| D | 1 |
| T1.q | 1 |
| T2.q | 1 |
| T3.q | 1 |
| T4.q | 1 |
| counter_reset | 1 |
| resetn | 1 |
[area by class of cell]
class	instances	area share
clock inverters	1	0.00255
inverters	7	0.0134
multi-input cells	148	0.491
repair buffers	7	0.0357
clock buffers	5	0.0351
well taps	133	0.0849
flip-flops and latches	33	0.337
[power by group through the flow]
stage	Combinational [uW]	Sequential (uW)	Clock (uW)
4_1_cts	0.000482	239	168
5_1_grt	0.000482	239	178
6_report	0.000482	239	161
[worst max path at each step]
| stage | from | end | depth (start not counted) |
|---|---|---|---|
| CTS | T1.q | HEX0[3] | 6 |
| global route | T1.q | HEX0[3] | 6 |
| finish | T1.q | HEX0[3] | 6 |
[cells in the mapped netlist (4+ instances only)]
library cell	number	area share
nand2_1	16	0.035
o21ai_0	10	0.029
or3_1	4	0.015
nor2_1	12	0.026
a21oi_1	15	0.044
dfxtp_1	33	0.39
nand3_1	12	0.035
clkbuf_1	6	0.013
or4_1	10	0.044
ha_1	8	0.059
o31ai_1	10	0.044
and4_1	6	0.031
xor2_1	11	0.057
xnor2_1	4	0.021
and2_1	6	0.022
inv_1	6	0.013
nand4_1	10	0.037
[per-layer routing]
| metal | share of wire | vias to the layer above | track usage |
|---|---|---|---|
| met5 | 0 | - | 0 |
| met4 | 0.013 | 0 | 0.00603 |
| met3 | 0.080 | 4 | 0.0156 |
| met2 | 0.39 | 29 | 0.0605 |
| met1 | 0.51 | 609 | 0.0610 |
| li1 | - | 727 | - |
[worst reg2reg max path: stages, from the launching register on]
cell and delay (ps):
dfxtp_1 380, ha_1 240, and4_1 360, nand3_1 210, or4_1 440, a21oi_1 160
[cells by family (layout without fill, tap and decap cells)]
family | Yosys count | count (layout) | share of synthesized area
AOI/OAI and AO/OA | 39 | 39 | 0.135
xor gates and xnor gates | 15 | 15 | 0.0772
adders and majority gates | 8 | 8 | 0.0588
buffers and inverters | 17 | 20 | 0.0456
DFF | 33 | 33 | 0.388
muxes | 1 | 1 | 0.00588
and+or+nand+nor | 85 | 85 | 0.290
Power and IR drop assume default switching activity.
