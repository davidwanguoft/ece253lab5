$ cat design/flow/config.mk
export PLATFORM = sky130hd
export DESIGN_NAME = part2
export DESIGN_NICKNAME = part2
export VERILOG_FILES = /design/flow/design.v
export SDC_FILE = /design/flow/constraint.sdc
export NUM_CORES = 4
export LEC_CHECK = 1
export CORE_UTILIZATION = 30
$ cat design/flow/constraint.sdc
current_design part2

set clk_period 11.5
set clk_io_pct 0.2

create_clock -name clk0 -period $clk_period [get_ports {KEY1}]

set non_clock_inputs [all_inputs -no_clocks]
set_input_delay [expr $clk_period * $clk_io_pct] -clock clk0 $non_clock_inputs
set_output_delay [expr $clk_period * $clk_io_pct] -clock clk0 [all_outputs]
$ cat design/flow/design.v
module part2(input [7:0]SW, input KEY0, KEY1, output [0:6]HEX0, HEX1, HEX2, HEX3, HEX4, HEX5, output [0:0]LEDR);
	wire [7:0]Q, S;
	reg_8bit A0(SW[7:0], KEY1, KEY0, Q[7:0]);
	hex7seg d0(SW[3:0], HEX0);
	hex7seg d1(SW[7:4], HEX1);
	hex7seg d2(Q[3:0], HEX2); 
	hex7seg d3(Q[7:4], HEX3); 
	wire c0, c1, c2, c3, c4, c5, c6; 
	full_adder x0(Q[0], SW[0], 1'b0, S[0], c0);
	full_adder x1(Q[1], SW[1], c0, S[1], c1);
	full_adder x2(Q[2], SW[2], c1, S[2], c2);
	full_adder x3(Q[3], SW[3], c2, S[3], c3);
	full_adder x4(Q[4], SW[4], c3, S[4], c4);
	full_adder x5(Q[5], SW[5], c4, S[5], c5);
	full_adder x6(Q[6], SW[6], c5, S[6], c6);
	full_adder x7(Q[7], SW[7], c6, S[7], LEDR[0]); 
	hex7seg d4(S[3:0], HEX4);
	hex7seg d5(S[7:4], HEX5);
endmodule
module reg_8bit(input [7:0]B, input clock, reset, output reg [7:0]Q);
	always@(negedge reset, posedge clock)
		if(!reset)
			Q <= 8'b0;
		else
			Q <= B;
endmodule
module full_adder(input a, b, ci, output s, co);
	wire d;
	assign d = a^b; 
	mux2to1 U0(b, ci, d, co);
	assign s = ci^d;
endmodule 
module mux2to1(input a, b, s, output f);
	assign f = (~s&a)|(s&b);
endmodule
module hex7seg(input [3:0]s, output [0:6]hex);
	assign hex[0]=(~s[3]&~s[2]&~s[1]& s[0]) | (~s[3]& s[2]&~s[1]&~s[0]) | ( s[3]&~s[2]& s[1]& s[0]) | ( s[3]& s[2]&~s[1]& s[0]);
	assign hex[1]=(~s[3]& s[2]&~s[1]& s[0]) | (~s[3]& s[2]& s[1]&~s[0]) | ( s[3]&~s[2]& s[1]& s[0]) | ( s[3]& s[2]&~s[1]&~s[0]) | ( s[3]& s[2]& s[1]);
	assign hex[2]=(~s[3]&~s[2]& s[1]&~s[0]) | ( s[3]& s[2]&~s[1]&~s[0]) | ( s[3]& s[2]& s[1]);
	assign hex[3]=(~s[3]&~s[2]&~s[1]& s[0]) | (~s[3]& s[2]&~s[1]&~s[0]) | (~s[3]& s[2]& s[1]& s[0]) | ( s[3]&~s[2]& s[1]&~s[0]) | ( s[3]& s[2]& s[1]& s[0]);
	assign hex[4]=(~s[3]&~s[2]&~s[1]& s[0]) | (~s[3]&~s[2]& s[1]& s[0]) | (~s[3]& s[2]&~s[1]&~s[0]) | ( s[3]&~s[2]&~s[1]& s[0]) | (~s[3]& s[2]& s[0]);
	assign hex[5]=(~s[3]&~s[2]&~s[1]& s[0]) | (~s[3]& s[2]& s[1]& s[0]) | ( s[3]& s[2]&~s[1]& s[0]) | (~s[3]&~s[2]& s[1]);
	assign hex[6]=(~s[3]& s[2]& s[1]& s[0]) | ( s[3]& s[2]&~s[1]&~s[0]) | (~s[3]&~s[2]&~s[1]);
endmodule
$ cat design/flow/run.sh
#!/bin/bash
# OpenROAD 26Q1-2900-gdf79404cd8, Yosys 0.63+post, stock flow scripts
make -C /OpenROAD-flow-scripts/flow DESIGN_CONFIG=/design/flow/config.mk WORK_HOME=/design/flow/orfs finish
==> qor.yml <==
outcome:
  run_status: "completed"
logic_synthesis:
  ys_ff: 8
  syn-instance-count: 269
  asyncSetResetFlopFracSynth_pct: 100.0
  synth_seq_share_pct: 11.02
  count_of_flip_flops_with_a_built_in_enable_after_synthesis: 0
  ys.flop_type: "sky130_fd_sc_hd__dfrtp_1"
  yosysWarnings: 1
  synthDistinctLibCells: 59
  synth_chip_area_um2: 1817
  yosys-stat-cells: 269
  synth.avg_cell_area_um2: 6.754
  synth_top_area_share_pct: 11.02
  area_leaders: "sky130_fd_sc_hd__dfrtp_1 (11%), sky130_fd_sc_hd__o21ai_0 (9.1%), sky130_fd_sc_hd__xnor2_1 (8.2%)"
  syn-cell-area_um2: 1817
  synth_top_cell_by_area: "sky130_fd_sc_hd__dfrtp_1"
global_route:
  initial_antenna_violation_count: 0
  grt_max_degree: 20
  all_layer_gr_usage_pct: 13.00
  globalRoute.busiestLayer: "met2"
  met2_usage_pct: 22.39
  grt_use_met1_pct: 18.28
  via_count_of_the_first_global_routing_pass: 1522
  global_route.usage.met3_pct: 1.740
  gr_overflow_total: 0
  grt_pass1_wl_um: 6810
route:
  detail_route.antenna_diodes: 0
  via_count: 1909
  avgRoutedWirePerCell_um: 11.03
  iteration_0_drc_count_of_the_detailed_router: 122
  drt_drc_violations_left: 0
  drt_pass1_iterations: 5
  route.final.wire_length_um: 4116
  detail-route-antenna-nets: 0
  routed_via_density: 5.118
placed_design:
  place_area_um2: 2325
  place.gp.congestion: 0.7619
  dp_cells: 370
  place_ws_ns: 3.613
  dp_hpwl_um: 3027
  io_buffer_count: 52
timing:
  final-hold-violation-count: 0
  final.setup.tns_ns: 0
  report.final.slew_viol_count: 0
  highest_clock_rate_ghz: 0.1267
  grt_setup_unrepaired: "false"
  setup_ws_ns: 3.609
  timing.slew.headroom_pct: 58.34
  worst_slew_pin_slew_ns: 0.6230
  finalClockPeriodUsage_pct: 68.61
  setup_viol: 0
  hold_ws_ns: 2.346
  final.min_clock_period_ns: 7.891
layout:
  layout.filler_cells: 601
  largest_register_ff_count: 8
  layout_cells_excl_fill: 373
  drive_gt1_share_pct: 7.309
  area.growth.synth_to_final_pct: 30.23
  comb_area_um2: 1469
  regMostFlops: "A0.Q"
  layout_top_registers: "A0.Q x8"
  postLayoutCoreUtil_pct: 41.69
  final_cell_area_um2: 2366
  seqCellArea_um2: 200.2
clocking:
  cts_buffers: 3
  clock_tree.htree_level_count: 1
  max_clock_buf_depth: 2
  post_cts_buffers: 0
  clkSinkCount: 8
  post_cts_hold_buffer_count: 0
  worst_setup_hold_path_clk_slew_ns: 0.04
  cts_tree: "built"
  clockRootBuffer: "sky130_fd_sc_hd__clkbuf_8"
  cts_resized: 0
power_and_ir_drop:
  power.density_cell_area_nw_per_um2: 88.23
  total_leakage_power_nw: 0.8583
  netSwitchingFraction_pct: 36.11
  fin_total_pwr_mw: 0.2088
  p_seq_share_pct: 16.9
  p_comb_share_pct: 67.5
  share_clk_of_total_power_pct: 15.6
  power_switching_mw: 0.07539
  power_report.internal_total_mw: 0.1334
  ir_drop_uv: 40.06
floorplanning:
  dieWidth_um: 79.82
  pin_count: 53
  row_cnt: 27
  core_um2: 5675
  fp.dieH_um: 79.82
  core_util_floorplan_pct: 32.01
  floorplan.die_area_um2: 6371
setup_path:
  crit_path_capture_type: "output port"
  timing.setup.critical_path_class: "input port to output port"
  crit_fanout: 16
  worst_ep_arrival_time_ns: 5.59
  cp.required_ns: 9.20
  critical_path_startpoint_category: "input port"
min_path:
  timing.hold.worst.class: "input port to async pin"
job:
  openroad.warnings: 25
  max_cap_viol_count: 0
## power by group through the flow
stage     Sequential, mW  Combinational, mW  Clock (mW)
6_report          0.0353              0.141      0.0325
5_1_grt           0.0360              0.158      0.0356
4_1_cts           0.0353              0.142      0.0337
## final cells by class
| type | instances | share of cell area [%] |
|---|---|---|
| Multi-Input combinational cell | 227 | 62.08 |
| Timing Repair Buffer | 53 | 22.32 |
| Sequential cell | 8 | 8.461 |
| Tap cell | 72 | 3.808 |
| Clock buffer | 3 | 1.745 |
| Inverter | 10 | 1.586 |
## synthesized netlist by cell type (all sizes together), types with 5 or more instances
cell type and number:
nand2 35, xnor2 18, o21ai 35, xor2 7, nor2b 6, inv 10
buf 7, clkbuf 17, a21oi 26, nand3 5, dfrtp 8, or3 5
nor2 23
## worst max-delay path, stage by stage
cell and delay, ns:
sky130_fd_sc_hd__clkdlybuf4s50_1 0.65, sky130_fd_sc_hd__ha_1 0.37, sky130_fd_sc_hd__maj3_4 0.39, sky130_fd_sc_hd__o21ai_4 0.23, sky130_fd_sc_hd__a211oi_4 0.12, sky130_fd_sc_hd__xnor2_4 0.41
sky130_fd_sc_hd__or4b_4 0.53, sky130_fd_sc_hd__o21ai_1 0.10, sky130_fd_sc_hd__clkdlybuf4s50_1 0.47
## cells by family (layout without fill, tap and decap cells)
| family | count (synthesis) | count (layout) | share of synthesized area, % |
|---|---|---|---|
| AND/OR/NAND/NOR | 94 | 94 | 24.79 |
| adder cells (fa/ha/maj) | 4 | 4 | 2.548 |
| buffers and inverters | 34 | 66 | 8.126 |
| AND-OR/OR-AND | 101 | 101 | 37.67 |
| multiplexers | 3 | 3 | 2.342 |
| XOR/XNOR | 25 | 25 | 13.50 |
| flip-flops | 8 | 8 | 11.02 |
## per-layer routing
metal  vias up  share of wire [%]
li1       1024                  -
met1       831                 47
met2        54                 47
met3         0                5.6
met4         0                  0
met5         -                  0
## worst max path at each step
stage / from / cells past startpoint / end / slack [ns]
final: SW[0] / 9 / HEX5[5] / 3.61
after CTS: SW[0] / 9 / HEX5[5] / 3.60
after global routing: SW[0] / 9 / HEX5[5] / 3.45
## cell usage in the layout (no fill, tap or decap), drive strengths merged, types with 2 or more instances in the layout
cell type and count:
inv 10, a21oi 26, or3 5, maj3 3, clkdlybuf4s50 52, nor2b 6, mux2i 3, nor3 4
o31a 4, xor2 7, o21bai 2, nor2 23, nand2 35, a31oi 2, o22ai 4, dfrtp 8
clkbuf 3, o221ai 2, o21ai 35, o211ai 3, a22o 3, xnor2 18, a31o 2, o2bb2ai 2
nand3 5, o21a 3, a211oi 2, nand2b 4, or2 3, o31ai 4, and2 3
Power figures rest on the tool's default switching activity, not on a simulated workload.
