### /design/flow/constraint.sdc
current_design part4

set clk_period 3.8
set clk_io_pct 0.2

create_clock -name clk0 -period $clk_period [get_ports {KEY}]

set non_clock_inputs [all_inputs -no_clocks]
set_input_delay [expr $clk_period * $clk_io_pct] -clock clk0 $non_clock_inputs
set_output_delay [expr $clk_period * $clk_io_pct] -clock clk0 [all_outputs]
### /design/flow/design.v
module part4(SW,KEY,HEX3,HEX2,HEX1,HEX0,LEDR);
	input [3:0]KEY;
	input [9:0]SW;
	output [9:0]LEDR;
	output[0:6]HEX0,HEX1,HEX2,HEX3;
	wire clock, enable, clear;
	wire [15:0]C;
	assign clock = KEY[0];
	assign enable = SW[1];
	assign clear = SW[0];
	shiftn S1 (clear, enable, clock, C);
	hdisp H0 (C[3:0],HEX0);
	hdisp H1 (C[7:4],HEX1);
	hdisp H2 (C[11:8],HEX2);
	hdisp H3 (C[15:12],HEX3);
endmodule
module hdisp(c, leds);
	input [3:0] c;
	output reg [0:6]leds;
	always@(c)
	case(c)
		0:leds = 7'b0000001;
		1:leds = 7'b1001111;
		2:leds = 7'b0010010;
		3:leds = 7'b0000110;
		4:leds = 7'b1001100;
		5:leds = 7'b0100100;
		6:leds = 7'b0100000;
		7:leds = 7'b0001111;
		8:leds = 7'b0000000;
		9:leds = 7'b0000100;
		10:leds = 7'b0001000;
		11:leds = 7'b1100000;
		12:leds = 7'b0110001;
		13:leds = 7'b1000010;
		14:leds = 7'b0110000;
		15:leds = 7'b0111000;
		default:leds = 7'bx;
	endcase
endmodule
module shiftn (Resetn, enable, clock, Q);
	parameter n = 16;
	input Resetn, clock, enable;
	output reg [0:n-1]Q;
	always @ (negedge Resetn, posedge clock)
		if (Resetn == 0)
			Q <= 0;
		else if (enable == 1)
			Q <= Q + 1;
endmodule
### /design/flow/config.mk
export PLATFORM = sky130hd
export DESIGN_NAME = part4
export DESIGN_NICKNAME = part4
export VERILOG_FILES = /design/flow/design.v
export SDC_FILE = /design/flow/constraint.sdc
export NUM_CORES = 4
export LEC_CHECK = 1
export CORE_AREA = 10 10 95 95
export DIE_AREA = 0 0 105 105
### /design/flow/run.sh
#!/bin/bash
# OpenROAD 26Q1-2900-gdf79404cd8, Yosys 0.63+post, stock flow scripts
make -C /OpenROAD-flow-scripts/flow DESIGN_CONFIG=/design/flow/config.mk WORK_HOME=/design/flow/orfs finish
==> Slide: Implementation Results <==
Flow Results at a Glance

Outcome
  – Status: finished clean

Drt
  – Ant diodes: 0
  – Post-route ant nets: 0
  – Initial DRC Count: just under 70
  – Via count: ~1500
  – DR DRC count: 0
  – Detailed Route WL: approximately 3800 µm
  – WL/cell: 11.4 µm
  – Post-DR vias/cell: approximately 4.4
  – Drt first pass iters: 4

Yosys
  – Top cells by count, synth: ha_1 (28), o21ai_0 (23), nand2_1 (21), dfrtp_1 (16), buf_4 (13)
  – Ys cells: 218
  – Mapped cell area: roughly 1900 µm²
  – Yosys chip area: 1860 µm²
  – Most common cell in the netlist: ha_1
  – Synth unique cells: 38
  – Synth warn: 12
  – Seq cells post-synth: 16
  – Seq/Total Area, Yosys: ~22%
  – Synth area leader: dfrtp_1
  – FFs w/ async S/R, synth: 100%
  – Main flop type: dfrtp_1
  – Mean post-synth cell area: 8.54 µm²
  – Area leader share: approximately 22%
  – Top area cell types: dfrtp_1 (22%), ha_1 (19%), o21ai_0 (6.2%)
  – Flip-flops with a built-in enable: 0
  – Cell count after synthesis: between 200 and 250

Placement
  – Pre-CTS WS: 1200 ps
  – Post-DP Area: ~2200 µm²
  – Final Wtd Congestion: 0.790
  – Port-buffer cells: 30
  – Post-DP HPWL: roughly 2900 µm

Hold path
  – Min-Delay Path Class: reg -> reg

Clock tree
  – Clock Pin Slew Worst Setup and Hold Paths: roughly 50 ps
  – Cts hold-fix bufs: 0
  – CTS tree: done
  – Late-Pin Clk Latency: between 200 and 250 ps
  – CTS H-tree lvls: 1
  – Clock Path Buffers: 2
  – Root Buffer: clkbuf_8
  – Clock Sinks: 16
  – CTS Buf Count: 3
  – Number of post-CTS setup repair buffers: 0
  – Post-cts resize count: 0

Final layout
  – Share of cells above drive strength 1: 6.78%
  – Max reg flops: 16
  – Final Core Density: 32.1%
  – Filler cells: about 700
  – Area delta synth->final: 19.1%
  – Logic area: roughly 1300 µm²
  – Top reg by flops: S1.Q
  – Largest regs: S1.Q: 16 flops
  – Area occupied by registers: around 400 µm²
  – Finished layout cell area: 2220 µm²

Power and ir drop
  – Pwr Total: approximately 0.0011 W
  – Pleak: between 0.9 and 1 nW
  – Peak supply drop: around 340 µV
  – PwrDens: 489 nW/µm²

Setup path
  – CP Capture Type: output port
  – Critical path buffers and inverters: 2
  – Crit path largest cell delay: slightly below 500 ps
  – Worst setup SP type: flop
  – Critical path fanouts, max: 7
  – CP max stage cell: dfrtp_1
  – WP data required: 3040 ps
  – Delay-heaviest family, CP: buffers and inverters
  – Arrival time worst endpoint: about 2100 ps
  – WS Path Type: reg -> out
  – Crit-path cells: inv_1, ha_1, or2_2, a21oi_1, a31oi_1, clkdlybuf4s50_1

STA
  – Min Clock Period, post-route: between 2000 and 3000 ps
  – Unrepaired setup endpoints after global routing: no
  – Setup ws final: roughly 960 ps
  – Endpoints failing setup: 0
  – Fin. Hold Viols: 0
  – Final Max Slew Viols: 0
  – Worst-Margin Slew: roughly 700 ps
  – Fin crit share: roughly three quarters
  – Maximum clock frequency: 352 MHz
  – Setup TNS: 0 ps
  – Fin Clk Skew: between 0.6 and 0.7 ps
  – Slew Limit Headroom: approximately 53%

Global route
  – Vias in the first global route: between 1000 and 1500
  – First-pass GRT wire length: roughly 6500 µm
  – Largest net degree at the start of global routing: 21
  – Total GRT Usage: around 6.7%
  – Gr ovfl total: 0
  – Antenna violations before repair: 0

Floorplanning
  – Num ports: about 52
  – DIE AREA: roughly 11000 µm²
  – Chip width: about 110 µm
  – Die height: 105 µm
  – # rows: 30
  – Core ar.: around 7000 µm²
  – Fp util: between 20% and 30%

Job
  – Max cap viols: 0
  – Tool warnings: a little over 80
## cell type report
class / instances / share of cell area [%]
multi-input combinational: 175 / 58.6
sequential: 16 / 18.1
timing repair buffer: 30 / 13.5
tap: 96 / 5.42
clock buffer: 4 / 2.48
inverter: 11 / 1.86
## stage by stage
step	hold slack, ps	instances
2_1_floorplan	464	227
3_3_place_gp	643	328
3_5_place_dp	657	328
4_1_cts	664	332
5_1_grt	685	332
6_report	659	332
## final timing paths
path | start | endpoint | slack [ps] | cells past startpoint
max in group asynchronous | SW[0] | S1.Q[14] | 2390 | 1
setup reg to reg | S1.Q[13] | S1.Q[0] | 2240 | 3
hold / removal | S1.Q[15] | S1.Q[15] | 660 | 1
setup / recovery | S1.Q[14] | HEX0[3] | 960 | 6
hold reg to reg | S1.Q[15] | S1.Q[15] | 660 | 1
min in group asynchronous | SW[0] | S1.Q[5] | 960 | 1
## placed cells by master, fill, tap and decap left out
cell             instances
clkdlybuf4s50_1         30
ha_1                    28
o21ai_0                 23
nand2_1                 21
dfrtp_1                 16
xnor2_1                 12
inv_1                   11
mux2i_1                 10
nand3_1                 10
conb_1                  10
nand2b_1                 6
a21oi_1                  6
nor2_1                   5
mux2_2                   5
nand4_1                  5
o21a_1                   4
clkbuf_8                 4
xor2_1                   3
nor3_1                   3
a32o_1                   2
or3_1                    2
or2_2                    2
a31oi_1                  2
nor2b_1                  2
a211oi_1                 2
nor4_2                   2
o31ai_1                  1
o2bb2ai_1                1
nand3b_1                 1
o22ai_1                  1
o211ai_1                 1
nand4_4                  1
nand4_2                  1
and4_1                   1
nor4_4                   1
nor4_1                   1
## power breakdown
part           total [W]  switching, W  internal [W]
logic           0.000601      0.000218      0.000383
registers       0.000357      0.000148      0.000209
clock network   0.000127     0.0000362     0.0000906
total            0.00108      0.000402      0.000682
## worst register-to-register path: stages (launching register included)
cell	delay, ps
dfrtp_1	730
nand4_4	290
nor4_4	330
xnor2_1	140
## cells by family (layout without fill, tap and decap cells)
group | after synthesis | after routing | synth area share [%]
flops | 16 | 16 | 21.5
fa+ha+maj | 28 | 28 | 18.8
mux | 15 | 15 | 8.40
other cells | 1 | 10 | 0.201
xor+xnor | 15 | 15 | 7.06
compound gates | 43 | 43 | 13.6
buf+inv | 36 | 45 | 10.5
simple gates | 64 | 64 | 20.0
## layer usage
metal	track usage, %	share of wire (%)	routed length [µm]	up-vias
met5	0	0	0	-
met4	0.490	0.29	11	0
li1	-	-	-	770
met1	8.51	47	1780	653
met3	2.86	7.6	290	2
met2	10.9	45	1710	31
Power is estimated from default activity; no workload was simulated.
